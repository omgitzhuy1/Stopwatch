### /design/flow/design.v
`timescale 1ns / 1ps
module clk_div_an3(
    input clk,
    input reset,
    output slow_clk
    );
    reg [30:0] COUNT;       
    assign slow_clk=COUNT[30];  
    always @( posedge clk)
    begin 
    if (reset)
        COUNT = 0;
    else 
        COUNT = COUNT + 1;
    end
endmodule
### /design/flow/run.sh
#!/bin/bash
# OpenROAD 26Q1-2900-gdf79404cd8, Yosys 0.63+post, stock flow scripts
make -C /OpenROAD-flow-scripts/flow DESIGN_CONFIG=/design/flow/config.mk WORK_HOME=/design/flow/orfs finish
### /design/flow/config.mk
export PLATFORM = sky130hd
export DESIGN_NAME = clk_div_an3
export DESIGN_NICKNAME = clk_div_an3
export VERILOG_FILES = /design/flow/design.v
export SDC_FILE = /design/flow/constraint.sdc
export NUM_CORES = 4
export LEC_CHECK = 1
export CORE_UTILIZATION = 30
### /design/flow/constraint.sdc
current_design clk_div_an3

set clk_period 6.4
set clk_io_pct 0.2

create_clock -name clk0 -period $clk_period [get_ports {clk}]

set non_clock_inputs [all_inputs -no_clocks]
set_input_delay [expr $clk_period * $clk_io_pct] -clock clk0 $non_clock_inputs
set_output_delay [expr $clk_period * $clk_io_pct] -clock clk0 [all_outputs]
==> impl_metrics.yaml <==
# yosys + openroad results
cells_and_area:
  areaGrowthSynthToFinish_pct: 8.88
  largest_register_ffs: 31
  seq_area_sq_um: 621
  num-fill-cells: 450
  drive_above_1_share_pct: 5.42
  logic_area_sq_um: 754
  postLayoutCoreUtil_pct: 35.0
grt:
  grt_max_degree: 32
  first_global_vias: 1020
  grt_use_total_pct: 11.3
  gr-total-overflow: 0
  grt_pass1_wl_mm: 4.55
  grt_antenna_before_repair: 0
place:
  io_buffers: 2
  gp_congestion: 0.799
  hpwl_mm: 1.62
setup_path:
  crit_path_top_delay_cell: "clkdlybuf4s50_1"
  cp_max_fo: 3
  critical_path.cell_chain: "clkdlybuf4s50_1"
  worst_ep_arrival_time_ns: 1.08
  critPathRequiredTime_ns: 5.12
  worstSetupPathType: "flip-flop to output port"
  slowest_delay_ns: 0.46
  cpLargestDelayFamily: "buffers and inverters"
  critical_path_buf_inv_count: 1
  worstSetupStartpointType: "flip-flop"
  critPathCaptureType: "output port"
logic_synthesis:
  synth_warnings: 1
  synthDistinctLibCells: 25
  numSynthFlops: 31
  ys_area_sq_mm: 0.00144
  synth.avg_cell_area_sq_um: 8.71
  ys_cells: 165
  syn_area_sq_mm: 0.00144
  seq_area_frac_synth_pct: 43.2
  synthCells: 165
power_and_ir_drop:
  power.leakage_nw: 0.451
  peakVddDrop_v: 0.000127
  power_density_mw_per_mm2: 222
clock_tree:
  clock_sinks: 31
  postCtsSetupBuffers: 0
  cts_resized: 0
  cts-root-buf: "clkbuf_8"
  cts_buffers: 5
  clkLatencyLatePin_ns: 0.28
  clk_pin_slew_ns: 0.06
  h-tree-depth: 2
  cts_buffer_depth: 2
  cts.hold.buffers_added: 0
  cts_tree: "built"
floorplanning:
  die-area_sq_mm: 0.00507
  core-area_sq_mm: 0.00447
  num_io_pins: 3
  fp_util_pct: 32.1
  die_x_um: 71.2
  fp-row-count: 24
  die_h_um: 71.2
detailed_routing:
  vias: 1176
  antenna_cells: 0
  ant_nets: 0
  wl_mm: 2.53
  drtPass1Iterations: 4
  post_drt_wl_per_cell_um: 11.6
  drt_iter0_drc: 110
  viasPerCell: 5.39
  drc: 0
worst_hold_path:
  hold_path_class: "flip-flop to flip-flop"
final_timing:
  final_max_slew_viol_count: 0
  period_used_pct: 36.8
  min_period_ns: 2.36
  clock.fmax_mhz: 424
  hold_ws_ns: 0.479
  hold_viol: 0
  rsz0062_at_grt: "no"
  finalSetupViolCount: 0
  tns_ns: 0
  skew_ns: 0.00416
  relSlewSlack_pct: 67.6
  worst_pin_slew_ns: 0.484
job:
  warnings: 25
  max_cap_violations: 0
run_status:
  status: "finished clean"
-- cells in the final DEF, fill, tap and decap left out, drive strengths merged --
master / n
clkinv: 1
or3: 2
nor4: 1
and3: 1
o21ba: 1
clkdlybuf4s50: 2
a21oi: 16
xor2: 9
nand2: 10
nor3: 1
nor2b: 1
nor2: 13
o21a: 1
and4: 6
or4: 16
nand3: 12
buf: 1
dfxtp: 31
ha: 1
o21ai: 1
inv: 4
o31ai: 15
xnor2: 3
clkbuf: 7
nand4: 10
-- where the power goes --
part           switching [mW]  internal [mW]
sequential            0.00181          0.195
clock                  0.0681         0.0761
combinational         0.00396        0.00258
total                  0.0738          0.273
-- stage by stage --
stage	worst slack, ns	power, mW	area (sq um)	instances
finish	4.04	0.347	1560	218
global route	4.01	0.362	1560	218
CTS	4.03	0.353	1560	218
detailed placement	4.03	0.207	1480	210
global placement	4.02	0.207	1480	210
floorplan	4.48	0.205	1440	165
-- cell type report --
class,count,area share [%]
inverter,4,0.960
tap,52,4.16
timing repair buffer,3,1.76
multi-input combinational,120,48.2
clock buffer,7,4.88
clock inverter,1,0.320
sequential,31,39.7
-- cells in the mapped netlist --
cell | count | area, sq um
a21oi_1 | 16 | 80.1
nand3_1 | 12 | 60.1
or4_1 | 15 | 113
buf_6 | 1 | 11.3
xor2_1 | 9 | 78.8
xnor2_1 | 3 | 26.3
or3_1 | 2 | 12.5
and4_1 | 6 | 52.6
nor2b_1 | 1 | 6.26
dfxtp_1 | 31 | 621
o21ba_2 | 1 | 10.0
nand2_1 | 10 | 37.5
buf_2 | 1 | 5.00
o21a_1 | 1 | 7.51
or4_4 | 1 | 11.3
nor3_1 | 1 | 5.00
nand4_1 | 10 | 62.6
o31ai_1 | 15 | 113
and3_1 | 1 | 6.26
nor4_1 | 1 | 6.26
o21ai_0 | 1 | 5.00
inv_1 | 4 | 15.0
clkbuf_1 | 8 | 30.0
nor2_1 | 13 | 48.8
ha_1 | 1 | 12.5
-- final timing paths --
check,startpoint,slack (ns),depth (start not counted),endpoint
worst min-delay path,COUNT[0],0.48,1,COUNT[0]
worst max-delay path,COUNT[30],4.04,1,slow_clk
worst max register to register,COUNT[0],4.29,5,COUNT[16]
worst min register to register,COUNT[0],0.48,1,COUNT[0]
-- kinds of logic after synthesis --
kind of cell,Yosys count,share of synthesized area (%)
xor gates and xnor gates,12,7.32
and+or+nand+nor,73,29.4
buffers and inverters,14,4.27
AOI/OAI and AO/OA,34,15.0
adders and majority gates,1,0.871
DFF,31,43.2
-- metal layers --
layer  wire length [um]  global-route usage (%)
met3                 84                    3.03
met4                 61                    2.44
met1               1340                    18.1
met5                  0                       0
met2               1040                    15.7
No activity file was given, so power comes from the tool's default toggle rates.
