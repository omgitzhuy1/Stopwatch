[flow/design.v]
`timescale 1ns / 1ps
module clk_div_an2(
    input clk,
    input reset,
    output slow_clk
    );
    reg [26:0] COUNT;       
    assign slow_clk=COUNT[26];  
    always @( posedge clk)
    begin 
    if (reset)
        COUNT = 0;
    else 
        COUNT = COUNT + 1;
    end
endmodule
[flow/run.sh]
#!/bin/bash
# OpenROAD 26Q1-2900-gdf79404cd8, Yosys 0.63+post, stock flow scripts
make -C /OpenROAD-flow-scripts/flow DESIGN_CONFIG=/design/flow/config.mk WORK_HOME=/design/flow/orfs finish
[flow/config.mk]
export PLATFORM = sky130hd
export DESIGN_NAME = clk_div_an2
export DESIGN_NICKNAME = clk_div_an2
export VERILOG_FILES = /design/flow/design.v
export SDC_FILE = /design/flow/constraint.sdc
export NUM_CORES = 4
export LEC_CHECK = 1
export CORE_AREA = 10 10 86 86
export DIE_AREA = 0 0 96 96
[flow/constraint.sdc]
current_design clk_div_an2

set clk_period 4.2
set clk_io_pct 0.2

create_clock -name clk0 -period $clk_period [get_ports {clk}]

set non_clock_inputs [all_inputs -no_clocks]
set_input_delay [expr $clk_period * $clk_io_pct] -clock clk0 $non_clock_inputs
set_output_delay [expr $clk_period * $clk_io_pct] -clock clk0 [all_outputs]
==> out/results.tsv <==
stage	metric	value	unit
status	outcome	finished clean	
synthesis	ys.flops	27	
finish	final_core_util	24.55	%
die	fp_util	22.20	%
synthesis	ys_types	27	
synthesis	ys_cells	140	
die	core_area	0.005540	mm²
setup_path	cp_max_fo	12	
setup_path	endpoint_kind	flop	
drt	vias	957	
synthesis	postSynthSeqShare	43.95	%
synthesis	synth_area_per_cell	8.785	µm²
sta	drv_slew	0	
die	die_h	96	µm
drt	wl	2.063	mm
synthesis	synthMuxAreaShare	0	%
sta	worst_pin_slew	0.4146	ns
global_routing	grt_overflow	0	
setup_path	worst-r2r-cell-count	5	
run	cap_violations	0	
drt	drc	0	
setup_path	crit_type	flop to flop	
global_routing	track_usage	5.013	%
die	die_w	96	µm
cts	cts_setup_buffers	0	
cts	htree_levels	1	
sta	finalHoldViolCount	0	
synthesis	fa_ha_area_share	1.017	%
drt	wire_per_inst	9.685	µm
place	portBuffers	2	
synthesis	synthCells	140	
synthesis	top_logic_kind	simple AND/OR/NAND/NOR gates	
setup_path	crit_required	4.41	ns
sta	setup_viol	0	
synthesis	synth_top_cell_by_area	dfxtp_1	
hold_path	hold_path_class	flop to flop	
die	io_pins	3	
finish	regArea	540.5	µm²
die	die-area	0.009216	mm²
place	hpwlAfterDp	1.331	mm
cts	clockRootBuffer	clkbuf_8	
finish	lay_top_count	dfxtp_1	
synthesis	ys_sh_simple	29.81	%
drt	first_pass_iters	3	
finish	area_growth	10.58	%
setup_path	startpoint_type	flop	
cts	cts_tree	built	
synthesis	yosys_warnings	1	
pwr	ir_worst_vdd	0.2295	mV
cts	clkLatencyLatePin	0.27	ns
sta	period_minus_slack	2.035	ns
sta	rsz0062_at_grt	no	
sta	setup_tns	0	ns
pwr	p_per_area	305.1	mW/mm²
global_routing	grt_start_max_net_pins	29	
cts	post_cts_resize_count	0	
cts	max-clock-path-buffers	2	
synthesis	yosys.area.top_type_share	43.95	%
setup_path	arrival	2.24	ns
synthesis	syn-cell-area	0.001230	mm²
cts	ctsHoldBuffers	0	
sta	fin_skew	0.001546	ns
drt	num_antenna_cells	0	
drt	drt_iter0_drc	99	
cts	clkSinkCount	27	
run	warnings	25	
synthesis	compound_area_share	13.84	%
cts	clk_pin_slew	0.09	ns
sta	slew_headroom	72.28	%
sta	max_freq	491.3	MHz
synthesis	xor_area_share	7.121	%
hold_path	hold_path_depth	1	
finish	largest_reg_flops	27	
global_routing	grt_pass1_wl	3.912	mm
global_routing	antenna_found_initial	0	
finish	drive_gt1_share	7.092	%
pwr	total_leakage_power	0.0003816	µW
global_routing	grt_pass1_vias	893	
finish	comb_area	636.9	µm²
cts	cts_buffers	3	
finish	fill_cells	608	
drt	via_per_inst	4.493	
synthesis	synth_chip_area	0.001230	mm²
setup_path	ff2ff_setup_slack	2.16	ns
synthesis	topCellsByArea	dfxtp_1 44%, or4_1 6.7%, o31ai_1 6.1%	
place	gp_congestion	0.7587	
die	core.rowCount	27	
sta	period_used_share	48.46	%
finish	final_cell_mix	27 x dfxtp_1, 14 x a21oi_1, 12 x nor2_1, 11 x or4_1, 10 x o31ai_1	
drt	antenna_left	0	
[report_power, final]
part	switching (µW)	internal [µW]
clock network	77.7	66.4
registers	2.45	258
logic	6.31	3.85
total	86.5	328
[routing by layer]
layer	vias to the layer above	GRT usage [%]	wire length (µm)
met5	-	0	0
met4	0	0.7371	27
met3	2	1.494	80
met2	6	7.567	867
met1	433	7.108	1088
li1	516	-	-
[cells by family (layout without fill, tap and decap cells)]
kind of cell,after synthesis,after routing
AOI/OAI and AO/OA,29,29
xor gates and xnor gates,10,10
adders and majority gates,1,1
buffers and inverters,11,12
DFF,27,27
and+or+nand+nor,62,62
[metrics by stage]
step | setup slack, ns | total power (µW) | instance area, µm² | hold WS, ns | cells
finish | 2.165 | 414.9 | 1360 | 0.4757 | 213
global route | 2.034 | 438.0 | 1360 | 0.4914 | 213
CTS | 2.156 | 423.8 | 1360 | 0.4787 | 213
detailed placement | 2.081 | 277.0 | 1314 | 0.4567 | 209
global placement | 2.085 | 276.9 | 1314 | 0.4460 | 209
floorplan | 2.265 | 273.7 | 1230 | 0.4299 | 140
[worst max-delay path, cell delays in order, from the launching register on]
cell and delay, ns:
dfxtp_1 0.37, ha_1 0.23, nand4_2 0.21, or3_4 0.50, or4_1 0.51, a21oi_1 0.14
[worst paths after layout]
kind / startpoint / end
worst min-delay path: COUNT[0]$_SDFF_PP0_ / COUNT[0]$_SDFF_PP0_
worst min register to register: COUNT[0]$_SDFF_PP0_ / COUNT[0]$_SDFF_PP0_
worst max-delay path: COUNT[0]$_SDFF_PP0_ / COUNT[22]$_SDFF_PP0_
worst max register to register: COUNT[0]$_SDFF_PP0_ / COUNT[22]$_SDFF_PP0_
[final cells by class]
cell class	count	area share, %
Clock inverter	1	0.3680
Tap cell	72	6.624
Inverter	5	1.380
Clock buffer	3	3.036
Timing Repair Buffer	3	2.024
Multi-Input combinational cell	102	46.83
Sequential cell	27	39.74
[synth_stat cells]
master and instances:
nand2_1 9, nand4_2 1, nand3_1 7, xor2_1 2
buf_6 1, o31ai_1 10, nand4_1 3, nor2_1 12
buf_4 1, nor4_1 3, or3_4 1, clkbuf_1 3
dfxtp_1 27, inv_1 5, or4_1 11, o21ai_0 5
buf_1 1, ha_1 1, nor3_1 2, and3_1 2
xnor2_1 8, nor2b_1 2, and4_1 2, nand3_2 2
a21oi_1 14, or3_1 4, or4_4 1
Power is estimated from default activity; no workload was simulated.
