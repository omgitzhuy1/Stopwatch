==> design.v <==
`timescale 1ns / 1ps
module en_display(
    input clk,
    output en_AN0,
    output en_AN1,
    output en_AN2,
    output en_AN3,
    output dp
    );
    reg [3:0] variable = 4'b0111;
    reg decimal = 1'b0;
    reg [16:0] reset = 0;
    assign en_AN0 = variable[3];     
    assign en_AN1 = variable[2];     
    assign en_AN2 = variable[1];     
    assign en_AN3 = variable[0];     
    assign dp = decimal;             
    reg resetclk = 0;                
    reg resetCLK;
    always @ (posedge clk)           
        begin        
        if (reset < 100000)          
            begin
            reset <= reset + 1;
            end
        else
            begin
            reset <= 0;              
            resetclk <= ~resetclk;   
            end
        end 
    always @ (posedge resetclk) 
        begin
        variable <= {variable[0],variable[3:1]};   
        if (variable[2] == 0)                     
            decimal = 1'b0;
        else
            decimal = 1'b1;
        end
endmodule
==> run.sh <==
#!/bin/bash
# OpenROAD 26Q1-2900-gdf79404cd8, Yosys 0.63+post, stock flow scripts
make -C /OpenROAD-flow-scripts/flow DESIGN_CONFIG=/design/flow/config.mk WORK_HOME=/design/flow/orfs finish
==> config.mk <==
export PLATFORM = sky130hd
export DESIGN_NAME = en_display
export DESIGN_NICKNAME = en_display
export VERILOG_FILES = /design/flow/design.v
export SDC_FILE = /design/flow/constraint.sdc
export NUM_CORES = 4
export LEC_CHECK = 1
export CORE_AREA = 10 10 78 78
export DIE_AREA = 0 0 88 88
==> constraint.sdc <==
current_design en_display

set clk_period 3.8
set clk_io_pct 0.2

create_clock -name clk0 -period $clk_period [get_ports {clk}]

set non_clock_inputs [all_inputs -no_clocks]
set_input_delay [expr $clk_period * $clk_io_pct] -clock clk0 $non_clock_inputs
set_output_delay [expr $clk_period * $clk_io_pct] -clock clk0 [all_outputs]
==> qor.yml <==
final_hold_viol_count: 0
n_antenna_cell: 0
pin_count: 6
tool_warnings: 25
drv_cap: 0
cts_tree: "done"
cp_slowest_cell: "a21oi_4"
vias: 612
synthesis.area_um2: 933.4
crit_chain: "o21a_1 -> o211ai_1 -> a21oi_4"
ys_top_cells_by_area: "dfxtp_1, xnor2_1, nor4_2"
grt_max_degree: 19
drive_gt1_share_pct: 14.14
grt_pass1_wl_um: 2463
register_area_um2: 470.5
ctsHtreeMaxLevel: 1
path_delay_family: "AND-OR/OR-AND gates"
finalSetupTns_ps: 0
dr.pass1.iters: 4
hp-class: "reg2reg"
power.leakage_nw: 0.3492
dieArea_um2: 7744
numCtsBuffers: 3
area_growth_pct: 17.43
yosysCellCount: 91
instances_no_fill: 151
logic_area_um2: 436.7
rsz0062_at_grt: "no"
gr-total-overflow: 0
grt_use_total_pct: 3.793
fp_util_pct: 21.15
finalClockSkew_ps: 3.223
top_area_cell: "dfxtp_1"
pwr_density_cell_nw_per_um2: 311.7
finalSetupViolations: 0
finalCritPeriodShare_pct: 40.27
tightest_slew_ps: 480.7
async_flop_share_pct: 0
hpwl_um: 1074
ys_area_um2: 933.4
dp.cells: 147
num_rows: 24
drv_slew: 0
crit_buf_inv: 0
critPathRequiredTime_ps: 3700
final_cell_mix: "dfxtp_1, nor2_1, xnor2_1"
yosys.area.top_type_share_pct: 47.18
unconstrained_endpoints: 10
arrival_ps: 1430
mostFrequentLayoutCell: "dfxtp_1"
unclocked_pins: 5
drc: 0
antenna_found_initial: 0
fillers: 439
wl_per_cell_um: 10.03
status: "completed"
wl_um: 1515
portBuffers: 5
seq_area_frac_synth_pct: 50.40
critPathMaxStageDelay_ps: 450
clockRootBuffer: "clkbuf_8"
syn_avg_cell_area_um2: 10.26
gp_congestion: 0.8889
ys.flops: 23
worstSetupStartpointType: "register"
cts_hold_buf: 0
core_area_um2: 4414
crit_type: "reg2reg"
first_iter_violations: 33
edf_count: 1
ir_worst_vdd_mv: 0.2923
cts_resized: 0
slew_headroom_pct: 67.88
ys_warn_count: 1
vias_per_cell: 4.053
die_x_um: 88
post_cts.repair.setup_buffers: 0
ant_nets: 0
netlist-cell-type-count: 19
cp-end-kind: "register"
die_y_um: 88
clockBufferDepth: 2
critPathMaxFanout: 18
path_clk_slew_ps: 70
fmax_ghz: 0.6535
ff_type: "dfxtp_1"
post-route-min-period_ps: 1530
clk_latency_ps: 250
grt_pass1_vias: 524
postSynthCellCount: 91
stage by stage:
step / instance area, um^2 / power (mW) / setup slack, ps / utilization (%) / hold slack (ps)
2_1_floorplan: 933.4 / 0.1943 / 2441 / - / 439.6
3_3_place_gp: 1041 / 0.1943 / 2289 / 23.58 / 453.1
3_5_place_dp: 1041 / 0.1943 / 2276 / 23.58 / 469.6
4_1_cts: 1096 / 0.3448 / 2265 / 24.83 / 486.4
5_1_grt: 1096 / 0.3523 / 2147 / 24.83 / 507.9
6_report: 1096 / 0.3416 / 2270 / 24.83 / 486.2
final cells by class:
cell class	count	share of cell area [%]
clock buffers	4	5.023
well taps	52	5.936
multi-input cells	62	39.84
inverters	5	1.712
flip-flops and latches	23	42.92
repair buffers	5	4.566
report_power, final:
| part | total (mW) | internal (mW) | switching, mW | leakage, nW |
|---|---|---|---|---|
| Clock | 0.152 | 0.0919 | 0.0597 | 0.0288 |
| Combinational | 0.000000132 | 0 | 0 | 0.132 |
| Sequential | 0.190 | 0.190 | 0 | 0.189 |
| Total | 0.342 | 0.282 | 0.0597 | 0.349 |
cells by family (layout without fill, tap and decap cells):
kind of cell / count (synthesis) / in the layout / synth area share, %
XOR/XNOR: 15 / 15 / 14.08
adder cells (fa/ha/maj): 1 / 1 / 1.340
AND/OR/NAND/NOR: 43 / 43 / 28.02
AND-OR/OR-AND: 3 / 3 / 3.352
buffers and inverters: 6 / 14 / 2.816
flip-flops: 23 / 23 / 50.40
cell usage after synthesis, drive strengths merged, types with 2 or more instances:
cell   instances
nand2          2
nor3           3
nor2          19
inv            5
nor4           6
nand3          6
dfxtp         22
nand4          5
xnor2         13
xor2           2
registers in the layout, summed over array words and instances, names as in the netlist:
register,count
decimal,1
reset,17
resetclk,1
variable,4
worst register-to-register path: cells and delay by family, from the launching register on:
family,cells,cell delay [ps]
compound gates,3,740
flops,1,440
worst paths after layout:
path | cells past startpoint | start | slack [ps] | end
worst max-delay path | 3 | reset[5] | 2270 | resetclk
worst min-delay path | 1 | reset[0] | 490 | reset[0]
worst min register to register | 1 | reset[0] | 490 | reset[0]
worst max register to register | 3 | reset[5] | 2270 | resetclk
routing by layer:
metal	track usage, %	vias up	share of wire, %
met2	4.894	13	37
met1	6.028	273	54
met5	0	-	0
met3	1.403	2	8.6
met4	0.2899	0	0.53
li1	-	324	-
Power and IR drop assume default switching activity.
